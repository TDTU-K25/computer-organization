`flow/run.sh`:
```
#!/bin/bash
# OpenROAD 26Q1-2900-gdf79404cd8, Yosys 0.63+post, stock flow scripts
make -C /OpenROAD-flow-scripts/flow DESIGN_CONFIG=/design/flow/config.mk WORK_HOME=/design/flow/orfs finish
```
`flow/config.mk`:
```
export PLATFORM = sky130hd
export DESIGN_NAME = counter_3bits
export DESIGN_NICKNAME = counter_3bits
export VERILOG_FILES = /design/flow/design.v
export SDC_FILE = /design/flow/constraint.sdc
export NUM_CORES = 4
export LEC_CHECK = 1
export CORE_AREA = 10 10 70 70
export DIE_AREA = 0 0 80 80
```
`flow/constraint.sdc`:
```
current_design counter_3bits

set clk_period 1.5
set clk_io_pct 0.2

create_clock -name clk0 -period $clk_period [get_ports {clock}]

set non_clock_inputs [all_inputs -no_clocks]
set_input_delay [expr $clk_period * $clk_io_pct] -clock clk0 $non_clock_inputs
set_output_delay [expr $clk_period * $clk_io_pct] -clock clk0 [all_outputs]
```
`flow/design.v`:
```
module counter_3bits (
clock ,  
reset ,  
enable ,  
counter_out  
);  
input clock ;
input reset ;
input enable ;
output [2:0] counter_out ;
wire clock ;
wire reset ;
wire enable ;
reg [2:0] counter_out ;
always @ (posedge clock)
begin : COUNTER  
  if (reset == 1'b1) begin
    counter_out <= #1 3'b000;
  end
  else if (enable == 1'b1) begin
    counter_out <= #1 counter_out + 1;
  end
end  
endmodule  
```
==> flow_metrics.tcl <==
# flow metrics
set metrics [dict create \
    family_with_the_most_delay_on_the_worst_path "buffers and inverters" \
    cp_slowest_cell "sky130_fd_sc_hd__clkdlybuf4s50_1" \
    setup_slack_ns 0.1244 \
    die_height_microns 80 \
    crit_path_max_incr_delay_ns 0.49 \
    clk_path_buf_depth 2 \
    post_synthesis_instance_area_sq_um 121.4 \
    regMostFlops "counter_out" \
    seq_power_share_pct 34.6 \
    setup_failing_eps_final 0 \
    detailedRoute.firstPassIterationCount 2 \
    sequential_to_total_area_share_from_yosys_stat_pct 49.48 \
    first_iter_violations 1 \
    finalInstanceArea_sq_um 257.7 \
    synth_warnings 1 \
    cts_repair_resized_insts 0 \
    placed_standard_cell_area_sq_um 229.0 \
    finalCritPeriodShare_pct 91.71 \
    total_leakage_power_nw 0.08524 \
    ant_nets 0 \
    pwr_density_cell_nw_per_um2 1018 \
    power.switching_fraction_pct 21.00 \
    most_common_library_cell_in_the_layout_ignoring_fill_and_taps "sky130_fd_sc_hd__clkdlybuf4s50_1" \
    p_int_uw 207.2 \
    route.final.wire_length_microns 352 \
    largest_register_ff_count 3 \
    clock_sinks 3 \
    combinationalPowerShare_pct 12.0 \
    final_number_of_max_transition_violations 0 \
    netlist.top_cell.by_area "sky130_fd_sc_hd__dfxtp_1" \
    critical_path_cell_sequence "clkdlybuf4s50_1" \
    max_cap_viol_count 0 \
    floorplan.die_area_sq_um 6400 \
    layout-area-overhead-vs-synth_pct 112.4 \
    synthCells 11 \
    floorplan.rows 21 \
    maxSlewHeadroom_pct 90.08 \
    globalRouteOverflowTotal 0 \
    outcome "completed" \
    clock_insertion_delay_at_the_later_pin_of_the_skew_report_ns 0.23 \
    routabilityCongestion 0.7055 \
    place.port_buffers 5 \
    drive_above_1_share_pct 20.00 \
    top_level_ports 6 \
    maximum_achievable_frequency_mhz 727.0 \
    cts-hold-fix-buffers 0 \
    cp_max_fo 3 \
    switching_power_uw 55.07 \
    antenna_violations_before_repair 1 \
    final_layout_top_logic_cells "5 x sky130_fd_sc_hd__clkdlybuf4s50_1, 3 x sky130_fd_sc_hd__clkbuf_4, 3 x sky130_fd_sc_hd__dfxtp_1" \
    cts_root_buf "sky130_fd_sc_hd__clkbuf_4" \
    routed_length_per_instance_microns 5.254 \
    postSynthRegisterBits 3 \
    initial_core_util_pct 3.553 \
    placed_cells 62 \
    ir_worst_vdd_mv 0.1254 \
    grt_start_max_net_pins 5 \
    netlist.area_leader.share_pct 49.48 \
    yosys_area_sq_um 121.4 \
    worstPathArrival_ns 1.08 \
    number_of_warnings_the_tools_reported 25 \
    grt_usage_pct 1.089 \
    ys_types 8 \
    fin_cells 67 \
    worst-endpoint-required_ns 1.20 \
    clock_share_of_power_pct 53.4 \
    timing.clock.skew_ns 0.0004318 \
    cts.htree.levels 1 \
    n_fill_cell 411 \
    worst-path-buf-inv 1 \
    grt_pass1_wl_microns 462 \
    max_slew.worst_pin.slew_ns 0.1446 \
    worst_hold_path_type "flop to flop" \
    end_kind "output pin" \
    die.size.x_microns 80 \
    reg2reg_slack_ns 0.57 \
    average_cell_area_after_synthesis_sq_um 11.03 \
    setup.worst_path.start_class "flop" \
    totalNegativeSetupSlack_ns 0 \
    reg_top3 "counter_out x3" \
    routed_via_density 1.597 \
    clk_pin_slew_ns 0.04 \
    final_period_minus_worst_setup_slack_ns 1.376 \
    design_power_total_uw 262.3 \
    place_worst_setup_slack_ns 0.2727 \
    num_vias 107 \
    tritoncts_clock_tree "yes" \
    yosys_cells 11 \
    cts_setup_buffers 0 \
    core-area_sq_um 3416 \
    final_hold_viol_count 0 \
    grt_setup_unrepaired "no" \
    numCtsBuffers 3 \
    post-route-drc-count 0 \
    worstSetupPathType "flop to output pin" \
    yosys-top-cells-area "sky130_fd_sc_hd__dfxtp_1 49%, sky130_fd_sc_hd__ha_1 10%, sky130_fd_sc_hd__a21bo_2 8.2%, sky130_fd_sc_hd__mux2i_1 8.2%, sky130_fd_sc_hd__xnor2_1 7.2%" \
    grt_pass1_vias 109 \
]
## synthesized netlist by cell type (all sizes together)
library cell and instances:
dfxtp 3, nor2 2, a21bo 1, a21oi 1, ha 1, mux2i 1, nand3b 1, xnor2 1
## final timing paths
kind,start,endpoint,cells past startpoint
worst max-delay path,counter_out[0]$_SDFFE_PP0P_,counter_out[0],1
worst min-delay path,counter_out[2]$_SDFFE_PP0P_,counter_out[2]$_SDFFE_PP0P_,2
worst max register to register,counter_out[0]$_SDFFE_PP0P_,counter_out[1]$_SDFFE_PP0P_,3
worst min register to register,counter_out[2]$_SDFFE_PP0P_,counter_out[2]$_SDFFE_PP0P_,2
## through the flow
stage | utilization, % | hold slack (ns)
5_1_grt | 7.546 | 0.5742
3_3_place_gp | 6.703 | 0.5166
6_report | 7.546 | 0.5491
4_1_cts | 7.473 | 0.5469
2_1_floorplan | - | 0.3691
3_5_place_dp | 6.703 | 0.5342
## per-layer routing
layer  wire length (microns)  share of wire [%]  track usage, %  vias to the layer above
met4                       0                  0          0.7042                        0
met1                     110                 31          0.7319                       45
met3                     101                 29           1.818                        0
met5                       0                  0               0                        -
met2                     140                 40           1.284                        5
li1                        -                  -               -                       57
## power groups by stage
| stage | registers (mW) | clock network [mW] | logic, mW |
|---|---|---|---|
| after global routing | 0.0921 | 0.152 | 0.0347 |
| after CTS | 0.0907 | 0.151 | 0.0318 |
| final | 0.0908 | 0.140 | 0.0314 |
## kinds of logic after synthesis
family / share of synthesized area [%]
muxes: 8.248
adders and majority gates: 10.31
and+or+nand+nor: 12.38
AOI/OAI and AO/OA: 12.37
DFF: 49.49
xor gates and xnor gates: 7.218
## tightest hold or removal path, cell delays in order (launching register included)
cell,delay [ns]
sky130_fd_sc_hd__dfxtp_1,0.32
sky130_fd_sc_hd__nand3b_1,0.11
sky130_fd_sc_hd__a21oi_1,0.06
## cell type report
| type | instances | area [sq um] | area share (%) |
|---|---|---|---|
| well taps | 46 | 57.56 | 22.33 |
| flip-flops and latches | 3 | 60.06 | 23.30 |
| repair buffers | 5 | 50.05 | 19.42 |
| diodes | 1 | 2.502 | 0.9709 |
| multi-input cells | 8 | 61.31 | 23.79 |
| clock buffers | 4 | 26.28 | 10.19 |
Power is estimated from default activity; no workload was simulated.
