==> ./design.v <==
module counter_odd (
clock ,  
reset ,  
enable ,  
counter_out  
);  
input clock ;
input reset ;
input enable ;
output [3:0] counter_out ;
wire clock ;
wire reset ;
wire enable ;
reg [3:0] counter_out ;
always @ (posedge clock)
begin : COUNTER  
  if (reset == 1'b1) begin
    counter_out <= #1 4'b0001;
  end
  else if (enable == 1'b1) begin
    counter_out <= #1 counter_out + 2;
  end
end  
endmodule  
==> ./run.sh <==
#!/bin/bash
# OpenROAD 26Q1-2900-gdf79404cd8, Yosys 0.63+post, stock flow scripts
make -C /OpenROAD-flow-scripts/flow DESIGN_CONFIG=/design/flow/config.mk WORK_HOME=/design/flow/orfs finish
==> ./config.mk <==
export PLATFORM = sky130hd
export DESIGN_NAME = counter_odd
export DESIGN_NICKNAME = counter_odd
export VERILOG_FILES = /design/flow/design.v
export SDC_FILE = /design/flow/constraint.sdc
export NUM_CORES = 4
export LEC_CHECK = 1
export CORE_AREA = 10 10 70 70
export DIE_AREA = 0 0 80 80
==> ./constraint.sdc <==
current_design counter_odd

set clk_period 1.0
set clk_io_pct 0.2

create_clock -name clk0 -period $clk_period [get_ports {clock}]

set non_clock_inputs [all_inputs -no_clocks]
set_input_delay [expr $clk_period * $clk_io_pct] -clock clk0 $non_clock_inputs
set_output_delay [expr $clk_period * $clk_io_pct] -clock clk0 [all_outputs]
==> CHANGELOG.md <==
## Implementation

* Avg Inst Size Synth at just over 10 um^2
* Element type at the critical path start: register
* Final instance area at ~320 um^2
* Core Region at 0.00342 mm^2
* Root Driver: clkbuf_4
* Post-DP Area at approximately 240 um^2
* CTS clock-pin slew for the worst setup and hold paths at about 0.040 ns
* Die X at ~80 um
* Outcome: complete, no violations
* Tot GR Track Use at under 10%
* Family with the most delay on the worst path: flip-flops
* CTS H-tree lvls at 1
* Synth Instances at 13
* Log Warnings at 27
* Chip area at ~0.0064 mm^2
* Max-cap violations at 0
* Type of the most critical hold path: input pin to register
* Pre-CTS setup slack at -0.133 ns
* Area grow syn2layout at 142%
* Distinct lib cells at 10
* DRT antenna net count at 0
* Number of synthesized flops with an enable pin at 0
* Worst-Skew Late Latency at between 0.2 and 0.25 ns
* Leakage power at 0.125 nW
* Post-DP HPWL at approximately 290 um
* Number of global-route vias before repair at about 160
* First-pass GRT wire length at between 600 and 700 um
* Final setup margin at roughly 0.018 ns
* Gr ovfl total at 0
* Total power draw at around 0.00043 W
* Logic area at 81.3 um^2
* CP Buf/Inv Count at 1
* Crit-path max cell delay at between 0.3 and 0.4 ns
* Registers with the most flip-flops: counter_out x3
* Slowest cell on crit path: dfxtp_2
* Fin. Hold Viols at 0
* Starting Density at 3.88%
* Total routed wirelength at 415 um
* RSZ-0062 raised after global routing: yes
* DR vias/cell at about 1.8
* Power Density at about 1300 mW/mm^2
* Max VDD drop at ~0.00023 V
* TritonCTS Buffers at 3
* WS Path Type: register to primary output
* Sequential-to-total area share from yosys stat at a little under half
* Yosys synthesis chip area at 133 um^2
* Ys async rst share at 0%
* Routed len/inst at 5.76 um
* Largest fanout on the critical path at 2
* Post-synth area hogs: dfxtp_1, ha_1, a21bo_2, mux2i_1, xnor2_1
* Syn. warnings at 1
* # port buffers at 5
* Row cnt at 21
* Area of the mapped netlist at 133 um^2
* Final GP Congestion at 0.693
* CTS tree: built
* CP endpoint kind: primary output
* Most common cell in the synthesized netlist: dfxtp_1
* Reg area at between 60 and 70 um^2
* Post-layout period usage at around 100%
* Flops out of synthesis at 3
* FMAX at about 1.0 GHz
* Largest register FFs at 3
* Antenna violations before repair at 0
* Die H at about 80 um
* Drt first pass iters at 3
* Data arrival time of the worst path at 0.78 ns
* DRT iter0 DRCs at 4
* Vias at roughly 130
* Clock skew at 0.000637 ns
* IO Pins at 7
* Ys cells at 13
* Commonest flop: dfxtp_1
* Clk sinks at 3
* WP data required at 0.80 ns
* Fillers at 402
* Ant. Diodes at 0
* Leading area contributor after synthesis: dfxtp_1
* Drt drc at 0
* Max clock buf depth at 2
* Slew Viols, Final at 0
* CP cell instances: dlygate4sd2_1
* Min Clock Period, post-route at ~1 ns
* Setup Viol. Count Final at 0
* Most flops, register: counter_out
* Pin count of the biggest net entering global routing at 5
* Synth top area share at a little under half
* Post-synth top cells: dfxtp_1, nor2_1
* Fraction of layout cells with a size suffix above 1 at about 54%
per-stage QoR:
step	hold slack, ns	util, %	setup TNS [ns]	instances
2_1_floorplan	0.269	-	0	13
3_3_place_gp	0.517	7.03	-0.264	64
3_5_place_dp	0.525	7.03	-0.327	64
4_1_cts	0.580	8.64	-0.00332	71
5_1_grt	0.576	9.41	-0.0482	72
6_report	0.557	9.41	0	72
final cells by class:
cell class	instances	area share, %
clock buffer	4	8.17
multi-input combinational	9	25.3
sequential	3	19.8
tap	46	17.9
timing repair buffer	10	28.8
report_power, final:
part | switching, W | internal (W) | leakage (nW)
Sequential | 0.00000537 | 0.000131 | 0.0258
Combinational | 0.0000259 | 0.0000541 | 0.0847
Clock | 0.0000631 | 0.000150 | 0.0150
cell usage in the layout (no fill, tap or decap), drive strengths merged:
master         count
dlygate4sd2        2
ha                 1
nand3b             1
conb               1
nor2               2
dfxtp              3
clkdlybuf4s50      2
xnor2              1
clkbuf             4
clkdlybuf4s15      1
a21oi              1
buf                5
mux2i              1
a21bo              1
path summary, 6_finish.rpt:
path,from,to,slack (ns),cells past startpoint
worst min register to register,counter_out[3]$_SDFFE_PP0P_,counter_out[3]$_SDFFE_PP0P_,0.63,3
worst min-delay path,reset,counter_out[2]$_SDFFE_PP0P_,0.56,2
worst max register to register,counter_out[2]$_SDFFE_PP0P_,counter_out[3]$_SDFFE_PP0P_,0.04,4
worst max-delay path,counter_out[2]$_SDFFE_PP0P_,counter_out[2],0.02,1
timing repair:
| item | in CTS | in global routing |
|---|---|---|
| hold buffers | 0 | 0 |
| pin swaps | 0 | 2 |
| setup buffers | 3 | 1 |
| gates resized | 8 | 4 |
| setup endpoints to repair | 3 | 4 |
cell families (layout without fill, tap and decap cells):
logic type / after synthesis / count (layout) / share of synthesized area, %
xor+xnor: 1 / 1 / 6.60
compound gates: 2 / 2 / 11.3
fa+ha+maj: 1 / 1 / 9.43
other cells: 1 / 1 / 2.83
simple gates: 3 / 3 / 11.3
buf+inv: 1 / 14 / 5.66
flops: 3 / 3 / 45.3
mux: 1 / 1 / 7.55
routing by layer:
| layer | wire, um | global-route usage, % | vias to the layer above |
|---|---|---|---|
| li1 | - | - | 66 |
| met1 | 131 | 1.20 | 58 |
| met2 | 175 | 1.85 | 7 |
| met3 | 101 | 2.05 | 2 |
| met4 | 7 | 0.704 | 0 |
| met5 | 0 | 0 | - |
Power and IR drop assume default switching activity.
