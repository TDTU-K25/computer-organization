--- flow/run.sh ---
#!/bin/bash
# OpenROAD 26Q1-2900-gdf79404cd8, Yosys 0.63+post, stock flow scripts
make -C /OpenROAD-flow-scripts/flow DESIGN_CONFIG=/design/flow/config.mk WORK_HOME=/design/flow/orfs finish
--- flow/config.mk ---
export PLATFORM = sky130hd
export DESIGN_NAME = Adder_16
export DESIGN_NICKNAME = Adder_16
export VERILOG_FILES = /design/flow/design.v
export SDC_FILE = /design/flow/constraint.sdc
export NUM_CORES = 4
export LEC_CHECK = 1
export CORE_AREA = 10 10 80 80
export DIE_AREA = 0 0 90 90
--- flow/constraint.sdc ---
current_design Adder_16

set clk_period 11.8
set clk_io_pct 0.2

create_clock -name clk0 -period $clk_period

set non_clock_inputs [all_inputs -no_clocks]
set_input_delay [expr $clk_period * $clk_io_pct] -clock clk0 $non_clock_inputs
set_output_delay [expr $clk_period * $clk_io_pct] -clock clk0 [all_outputs]
--- flow/design.v ---
module Adder_16 (  input [15:0] a,
                  input [15:0] b,
                  input c_in,
                  output reg c_out,
                  output reg [15:0] sum);
	always @ (a or b or c_in) begin
  	{c_out, sum} = a + b + c_in; 		
  end
endmodule
==> results.sh <==
# source this file to load flow results
export IMPL_routed_wl_um=2310
export IMPL_hold_slack_ns=5.80
export IMPL_routed_via_density=3.96
export IMPL_finalHoldViolCount=0
export IMPL_top_cells_by_area="ha_1 (26%), xnor2_1 (11%), a21oi_1 (6.1%)"
export IMPL_highest_layer="met3"
export IMPL_drt_met1_wl_um=1220
export IMPL_chip_area_um2=8100
export IMPL_end_kind="output port"
export IMPL_drt_iter0_drc=18
export IMPL_grt_ovfl_total=0
export IMPL_cp_arrival_ns=5.33
export IMPL_layout_drive_gt1_share=0.0791
export IMPL_die_size_y_um=90
export IMPL_clkbuf_count=0
export IMPL_tns_ns=0
export IMPL_drc=0
export IMPL_syn_inst=89
export IMPL_warnings=32
export IMPL_hold_path_class="in -> out"
export IMPL_p_int_w=0.0000483
export IMPL_placed_area_um2=1320
export IMPL_yosysWarnings=1
export IMPL_gp_congestion=0.727
export IMPL_rsz0062_at_grt="false"
export IMPL_ys_area_um2=733
export IMPL_io_buffer_count=50
export IMPL_cts_resized=0
export IMPL_flop_count=0
export IMPL_floorplan_core_util=0.155
export IMPL_antenna_left=0
export IMPL_first_global_vias=844
export IMPL_pwr_share_comb=1.000
export IMPL_max_slew_margin=0.765
export IMPL_yosysUniqueCellTypes=31
export IMPL_grt_max_degree=7
export IMPL_startpoint="a[0]"
export IMPL_netSwitchingPower_w=0.0000262
export IMPL_top_cell_area_share=0.256
export IMPL_fmax_mhz=130
export IMPL_finalMaxSlewViolations=0
export IMPL_peakVddDrop_mv=0.0250
export IMPL_leakagePower_nw=0.526
export IMPL_wl_met2_um=969
export IMPL_cp_start_kind="input pin"
export IMPL_swShare=0.352
export IMPL_yosysSeqAreaShare=0
export IMPL_setup_viol=0
export IMPL_critical_path_class="in -> out"
export IMPL_required_ns=9.44
export IMPL_avgSynthCellArea_um2=8.24
export IMPL_pwr_share_seq=0
export IMPL_power_density_nw_per_um2=56.6
export IMPL_crit_end="sum[10]"
export IMPL_grt_pass1_wl_um=3880
export IMPL_core_area_um2=4720
export IMPL_crit_fanout=2
export IMPL_synth_stat_cells=89
export IMPL_min_period_ns=7.69
export IMPL_num_vias=815
export IMPL_dr_wl_met3_um=122
export IMPL_fp_dieW_um=90
export IMPL_regArea_um2=0
export IMPL_top_area_cell="ha_1"
export IMPL_cts_setup_buffers=0
export IMPL_hpwl_um=2130
export IMPL_p_clk_frac=0
export IMPL_drv_cap=0
export IMPL_hold_buffers=0
export IMPL_antenna_diode_count=0
export IMPL_antenna_found_initial=0
export IMPL_areaGrowthSynthToFinish_pct=79.7
export IMPL_ios=50
export IMPL_finalCritPeriodShare=0.652
export IMPL_syn_cell_area_um2=733
export IMPL_grt_usage=0.0549
export IMPL_rows=25
export IMPL_drt_pass1_iterations=4
export IMPL_worstMarginPinSlew_ns=0.348
export IMPL_status="finished, final reports clean"
export IMPL_routedWlPerCell_um=11.2
export IMPL_final_cell_area_um2=1320
export IMPL_hold_depth=3
## metrics by stage
| step | total power, W | cells | worst slack [ns] | util |
|---|---|---|---|---|
| 6_report | 0.0000746 | 206 | 4.11 | 0.279 |
| 5_1_grt | 0.0000830 | 206 | 3.90 | 0.279 |
| 4_1_cts | 0.0000765 | 206 | 4.06 | 0.279 |
| 3_5_place_dp | 0.0000759 | 206 | 4.09 | 0.279 |
| 3_3_place_gp | 0.0000761 | 206 | 4.10 | 0.279 |
| 2_1_floorplan | 0.0000333 | 89 | 5.19 | - |
## layout by cell type (no fill, tap or decap), drive strengths merged
master / count
xnor2: 9
nand3: 3
a21oi: 12
xor2: 5
fa: 2
a211o: 1
or2: 1
a21o: 5
ha: 15
a2111oi: 1
nand2: 4
o21bai: 3
a31oi: 1
o221ai: 1
o2bb2ai: 1
a211oi: 1
nor2: 3
o21ai: 7
o31ai: 2
clkdlybuf4s50: 50
and4: 1
nor2b: 1
inv: 4
o21a: 2
nand2b: 2
a221o: 1
and3: 1
## worst min-delay path by stage
| stage | endpoint | slack [ns] | startpoint |
|---|---|---|---|
| 4_1_cts | sum[15] | 5.81 | b[15] |
| 5_1_grt | sum[15] | 5.84 | b[15] |
| 6_report | sum[0] | 5.80 | c_in |
## power by group through the flow
stage / clock [W] / combinational, W / sequential, W
CTS: 0 / 0.0000765 / 0
finish: 0 / 0.0000746 / 0
global route: 0 / 0.0000830 / 0
## critical path, stage by stage
cell and delay (ns):
clkdlybuf4s50_1 0.43, fa_1 0.46, fa_1 0.43, a21oi_2 0.20
o21ai_2 0.10, a2111oi_2 0.41, o31ai_1 0.12, a21oi_1 0.18
xnor2_1 0.14, clkdlybuf4s50_1 0.49
## cell families (layout without fill, tap and decap cells)
| kind of cell | after synthesis | after routing | share of synthesized area |
|---|---|---|---|
| xor gates and xnor gates | 14 | 14 | 0.167 |
| AOI/OAI and AO/OA | 38 | 38 | 0.391 |
| adders and majority gates | 17 | 17 | 0.311 |
| buffers and inverters | 4 | 54 | 0.0205 |
| and+or+nand+nor | 16 | 16 | 0.111 |
## Yosys cell counts (2+ instances only)
cell type and count:
a21o_1 4, a21oi_1 9, a21oi_2 3, fa_1 2, ha_1 15, inv_1 4
nand2_1 4, nand2b_1 2, nand3_1 3, nor2_1 3, o21a_1 2, o21ai_0 4
o21ai_2 2, o21bai_1 3, xnor2_1 9, xor2_1 5
## cell type report
cell class                 count  area [µm²]
fill                         532        3410
inverter                       4        15.0
multi-input combinational     85         718
tap                           67        83.8
timing repair buffer          50         500
## layer usage
metal	up-vias	global-route usage
met4	0	0
met5	-	0
met2	31	0.0878
met1	348	0.0795
li1	436	-
met3	0	0.0101
No activity file was given, so power comes from the tool's default toggle rates.
